===== flow/run.sh =====
#!/bin/bash
# OpenROAD 26Q1-2900-gdf79404cd8, Yosys 0.63+post, stock flow scripts
make -C /OpenROAD-flow-scripts/flow DESIGN_CONFIG=/design/flow/config.mk WORK_HOME=/design/flow/orfs finish

===== flow/config.mk =====
export PLATFORM = sky130hd
export DESIGN_NAME = pc
export DESIGN_NICKNAME = pc
export VERILOG_FILES = /design/flow/design.v
export SDC_FILE = /design/flow/constraint.sdc
export NUM_CORES = 4
export LEC_CHECK = 1
export CORE_AREA = 10 10 70 70
export DIE_AREA = 0 0 80 80

===== flow/constraint.sdc =====
current_design pc

set clk_period 1.7
set clk_io_pct 0.2

create_clock -name clk0 -period $clk_period [get_ports {clock}]

set non_clock_inputs [all_inputs -no_clocks]
set_input_delay [expr $clk_period * $clk_io_pct] -clock clk0 $non_clock_inputs
set_output_delay [expr $clk_period * $clk_io_pct] -clock clk0 [all_outputs]

===== flow/design.v =====
module pc(clock, inc, load, reset, reg_in, reg_out);
    input clock, inc, load, reset;   
    input [7:0] reg_in;      
    output [15:0] reg_out;     
    always @(posedge clock) begin        
        if(reset) begin
            reg_out <= 0;
        end
        else if(load) begin
            reg_out <= reg_in;
        end
        else if(inc) begin
            reg_out <= reg_in+1;
        end
    end
endmodule

==> results.txt <==
Implementation results

CTS built an H-tree with a depth of 1. The number of detailed-routing iterations run before antenna repair is 2. The maximum number of buffers from clock root to sink is 2. The vertical die dimension reported for this design is 80 um. The number of hold-repair buffers added at the cts stage is 0. The number of OpenROAD warnings is 25. The synthesis report lists the most area-consuming cells as dfxtp_1 33%, buf_4 9.7%, nor2_1 5.5%, a311oi_1 4.8%, nand4b_4 4.4%.

The power per cell area is 611 nW/um2. The via count of the first global-routing pass is about 490. The chip area line in the Yosys stat output reads ~540 um2. The number of antenna violations at the first check in global routing is 0. The number of remaining DRC errors is 0.

The number of cells upsized or downsized after cts is 0. The total of endpoints with negative setup slack in the final report is 0. Compared with the post-synthesis result, the final layout area differs by 57.7%. The total routing resource utilization after global routing is 4.76%. In this run, CTS created clock tree buffers numbering 3. The worst setup slack after layout is 0.126 ns.

Once the clock tree was built, the setup fixing pass inserted 0 buffers. The master cell of the clock root buffer is clkbuf_4. The post-synthesis cell count is 63. The number of standard cells in the final layout excluding fillers is 139.

Counting flops per register, the top entry is reg_out. The detailed router reported a total wirelength of 1.50 mm. The final max-slew violation count is 0. The starting DRC count in detailed routing is 38. The area of the core region is ~3400 um2. The routed design could run at a clock period as short as 1.57 ns. The share of synthesized registers carrying an async set or reset is 0%. The clock slew at the register clock pins of the worst setup and hold paths is 0.06 ns. The share of the core filled by cells before placement is 15.9%. The arrival time of data at the critical path endpoint is 1.73 ns. The synthesis report lists the Yosys warning total as 4.

The synthesized area per cell is 8.60 um2. Per the layout report, the design carries 386 filler cells. The wire length of the first global-routing pass is 2.42 mm. The number of maximum-capacitance violations recorded for the run is 0.

Before any placement, the netlist area is recorded as 542 um2. The pre-CTS worst setup slack is -0.138 ns. In the final layout, the registers with the most flip-flops are reg_out (9). The dominant cell by count in the synthesized netlist is dfxtp_1. The total congestion overflow after global routing is 0. STA classifies the critical path startpoint as an input port.

The predominant post-synthesis flop cell is dfxtp_1. For the worst-skew pair, the clock arrives at the later sink with an insertion delay of ~0.26 ns. The fraction of the yosys area taken by sequential cells is 33.3%. The share of final-layout standard cells stronger than drive strength 1 is 18.3%. The synth_stat.txt file lists the number of cells as 63.

Of all cell types, the one taking the most synthesized area is dfxtp_1. The tally of unique sky130hd cells used after synthesis is 28. In this run the horizontal extent of the chip is 80 um. The total of buffers placed on input and output ports is 20. The count of antenna-violating nets left after detailed routing is 0. The flow ran to the end, and the final reports show no timing, DRC or antenna violations.

The highest achievable clock rate is between 600 and 700 MHz. The total inserted antenna cells is 0. The routed wirelength normalized by instance count is roughly 11 um. Including well taps, the total number of placed cells is between 100 and 150.

The via count is ~520. IR analysis of the VDD net gives a maximum drop of approximately 0.23 mV. The routability-driven placement congestion ratio is 0.784. The required time at the worst-slack endpoint is between 1.5 and 2 ns. The clock skew is 0 ns.

Yosys mapped a number of flops with a built-in enable equal to 0. Summed over all cells, the static leakage comes to 0.335 nW. STA lists the maximum fanout along the critical path as 4. The CTS tree is built. The class of the most critical setup path is input port to flip-flop.

The final critical path takes up 92.6% of the cycle. The critical path launch point is reg_in[0]. Entering global routing, the biggest net connects 11 pins. The count of endpoints failing hold in the final timing report is 0.

In the synthesized netlist, the cells that appear most often are 9 x dfxtp_1, 8 x nor2_1, 7 x buf_4. The worst setup path is captured at a flip-flop. For the worst reg-to-reg path, the startpoint reported by OpenROAD is reg_out[1]. The site row count is 21. The path class of the tightest hold or removal check is flip-flop to flip-flop. The area of the die is 6400 um2. Note, the detailed placer reported a final HPWL of 1.29 mm. The clock sink count is 9.

The flip-flop count of the largest register after layout is 9. The I/O pin count is 28. The flop and latch count out of synthesis is 9. Setup repair after global routing left no endpoint under its margin. The share of Yosys cell area claimed by the top area cell type is 33.3%. Per the detail_route report, vias per standard cell equal 3.76. STA lists the startpoint of the worst hold path as reg_out[3].
==> area by class of cell <==
| cell class | instances | area [um2] | area share (%) |
|---|---|---|---|
| Multi-Input combinational cell | 48 | 304 | 35.6 |
| Timing Repair Buffer | 31 | 283 | 33.1 |
| Sequential cell | 9 | 180 | 21.1 |
| Tap cell | 46 | 57.6 | 6.73 |
| Clock buffer | 4 | 26.3 | 3.07 |
| Inverter | 1 | 3.75 | 0.439 |
==> cells by family (layout without fill, tap and decap cells) <==
logic type | after synthesis | count (layout) | synth area share, %
flops | 9 | 9 | 33.3
mux | 2 | 2 | 3.93
compound gates | 14 | 14 | 17.3
other cells | 1 | 7 | 0.692
buf+inv | 12 | 36 | 14.8
xor+xnor | 2 | 2 | 3.23
simple gates | 22 | 22 | 24.5
fa+ha+maj | 1 | 1 | 2.31
==> path summary, 6_finish.rpt <==
check                           cells past startpoint          to  slack (ns)
worst max-delay path                                5  reg_out[7]        0.13
worst min-delay path                                2  reg_out[3]        0.50
worst max register to register                      3  reg_out[1]        0.84
worst min register to register                      2  reg_out[3]        0.50
==> critical path: stages <==
cell and delay, ns:
clkdlybuf4s50_1 0.51, buf_4 0.13, nand4b_4 0.11, or3_1 0.36, a311oi_1 0.28
==> per-layer routing <==
layer  vias up  track usage, %  wire (um)
met5         -               0          0
met4         0               0          0
met3         0            3.07        198
met2        21            7.30        616
met1       230            5.84        685
li1        271               -          -
==> cells in the final DEF (no fill, tap or decap), types with 2 or more instances in the layout <==
cell type,netlist,layout
clkdlybuf4s50_1,0,20
buf_4,7,11
dfxtp_1,9,9
nor2_1,8,8
conb_1,1,7
o21ai_0,4,4
or3_1,3,3
a311oi_1,3,3
nand2_1,3,3
clkbuf_4,0,3
xor2_1,2,2
a211oi_1,2,2
nor3b_1,2,2
a21oi_1,2,2
nand4_1,2,2
==> power by group <==
group	switching (mW)	leakage, nW	internal, mW
Clock	0.0750	0.0150	0.0904
Combinational	0.0447	0.246	0.0790
Sequential	0.00740	0.0747	0.225
==> through the flow <==
| stage | TNS [ns] | power [mW] | hold slack (ns) | instance area, um2 | utilization (%) |
|---|---|---|---|---|---|
| final | 0 | 0.522 | 0.495 | 855 | 25.0 |
| after global routing | 0 | 0.559 | 0.515 | 855 | 25.0 |
| after detailed placement | -0.416 | 0.362 | 0.492 | 828 | 24.2 |
| after global placement | -0.303 | 0.362 | 0.490 | 828 | 24.2 |
| after CTS | 0 | 0.529 | 0.500 | 855 | 25.0 |
| after floorplan | 0 | 0.289 | 0.462 | 564 | - |
Power is estimated from default activity; no workload was simulated.
